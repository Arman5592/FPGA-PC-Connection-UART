### design.v
module capitalise_letters(input wire clk, rx,
								  output wire tx,
								  output wire [7:0] r_data);
wire [7:0] t_data;
wire r_dv;
assign t_data = (r_data < 8'd123 && r_data > 8'd96 ) ? r_data - 8'd32 :	 r_data;
uart_rx receiver (clk, rx, r_dv, r_data);
uart_tx transmitter (clk, t_data, r_dv, tx);
endmodule
module uart_rx #(parameter bd_divider=2500)
					(input wire clk, input wire rx, output reg done, 
					 output wire [7:0] data_r);
reg data_in = 1'b1;  
reg data_current = 1'b1;  
reg [11:0] clock_count = 'b0;  
reg [7:0] data = 'b0;	 
reg [2:0] data_index = 'b0;  
reg [2:0] machine_state = 'b0;  
assign data_r = data;
always @ (posedge clk)
begin
	data_in <= rx;
	data_current <= data_in;
	case(machine_state)
	3'b000: 
	begin
		done <= 'b0;
		clock_count <= 'b0;
		data_index <= 'b0;
		if(data_current == 1'b0) 
			machine_state <= 3'b001;
		else
			machine_state <= 3'b000;
	end
	3'b001: 
	begin
		if(clock_count == (bd_divider-1)/2)
		begin
			if(data_current == 1'b0)
			begin
				clock_count <= 3'b000;	 
				machine_state <= 3'b010;
			end
			else
				machine_state <= 3'b000; 
		end
		else
		begin
			clock_count <= clock_count + 1'b1;
			machine_state <= 3'b001;
		end
	end
	3'b010: 
	begin
		if(clock_count < bd_divider-1)
		begin
			clock_count <= clock_count + 1'b1;
			machine_state <= 3'b010;
		end
		else
		begin
			clock_count <= 3'b000;  
			data[data_index] <= data_current;
			if(data_index < 7)
			begin
				data_index <= data_index + 1'b1;
				machine_state <= 3'b010;
			end
			else
			begin
				data_index <= 'b0;
				machine_state <= 3'b011;
			end
		end
	end
	3'b011: 
	begin
		if(clock_count < bd_divider-1)
		begin
			clock_count <= clock_count + 1'b1;
			machine_state <= 3'b011;
		end
		else
		begin
			done <= 1'b1;
			clock_count <= 3'b000;
			machine_state <= 3'b100;
		end
	end
	3'b100: 
	begin
		machine_state <= 3'b101;
		done <= 1'b0;
	end
	3'b101: 
	begin
		machine_state <= 3'b000;
		done <= 1'b0;
	end
	default:
	begin
		machine_state <= 3'b000;
	end
	endcase
end
endmodule
module uart_tx #(parameter bd_divider=2500) 
				   (input wire clk, input wire [7:0] data_in, 
					 input wire in_ready, output reg tx);
 reg [2:0] state = 3'b000, next_state;
 reg [2:0] data_index = 0;
 reg [15:0] clk_count = 0;
 reg [7:0] current_data = 0;
always @(posedge clk) 
begin
  next_state <= 3'b000;
  case (state)
		3'b000:begin
			 clk_count <= 'b0;
			 data_index <= 'b0;
			 tx <= 1'b1;
			 if (in_ready == 1'b1) begin
				  current_data <= data_in;
				  next_state <= 3'b010;
			 end
			 else begin
				  next_state <= 3'b000;
			 end
		end
		3'b010: begin
			 tx <= 1'b0;
			 if(clk_count < bd_divider-1'b1) begin
				  clk_count <= clk_count + 1'b1;
				  next_state <= 3'b010;
			 end
			 else begin
				  clk_count <= 'b0;
				  next_state <= 3'b001;
			 end
		end
		3'b001:begin
			 tx <= current_data[data_index];
			 if(clk_count < bd_divider-1'b1)begin
				  clk_count <= clk_count + 1'b1;
				  next_state <= 3'b001;
			 end
			 else begin
				  clk_count <= 'b0;
				  if (data_index < 3'd7)begin
						data_index <= data_index + 1'b1;
						next_state <= 3'b001;
				  end
				  else begin
						data_index <= 'b0;
						next_state <= 3'b100;
				  end
			 end
		end
		3'b100:begin
			 tx <= 1'b1;
			 if(clk_count < bd_divider-1'b1)begin
				  clk_count <= clk_count + 1'b1;
				  next_state <= 3'b100;
			 end
			 else begin
				  clk_count <= 'b0;
				  next_state <= 3'b000;
			 end
		end
		default: begin
			 next_state <= 3'b000;
		end
  endcase
end
always @(*)
begin
	state <= next_state;
end
endmodule
### run.sh
#!/bin/bash
# OpenROAD 26Q1-2900-gdf79404cd8, Yosys 0.63+post, stock flow scripts
make -C /OpenROAD-flow-scripts/flow DESIGN_CONFIG=/design/flow/config.mk WORK_HOME=/design/flow/orfs finish
### config.mk
export PLATFORM = sky130hd
export DESIGN_NAME = capitalise_letters
export DESIGN_NICKNAME = capitalise_letters
export VERILOG_FILES = /design/flow/design.v
export SDC_FILE = /design/flow/constraint.sdc
export NUM_CORES = 4
export LEC_CHECK = 1
export CORE_UTILIZATION = 30
### constraint.sdc
current_design capitalise_letters

set clk_period 2.3
set clk_io_pct 0.2

create_clock -name clk0 -period $clk_period [get_ports {clk}]

set non_clock_inputs [all_inputs -no_clocks]
set_input_delay [expr $clk_period * $clk_io_pct] -clock clk0 $non_clock_inputs
set_output_delay [expr $clk_period * $clk_io_pct] -clock clk0 [all_outputs]
==> results.sh <==
# physical design summary
export IMPL_fillers=949
export IMPL_yosysWarnings=2
export IMPL_flop_area_mm2=0.00172
export IMPL_drtIter0Drc=44
export IMPL_avgViaCountPerCell=4.73
export IMPL_drive_gt1_share_pct=9.12
export IMPL_wl_per_cell_um=11.7
export IMPL_setup_viol=0
export IMPL_vias=2028
export IMPL_tightest_slew_ps=598
export IMPL_crit_path_top_delay_cell="edfxtp_1"
export IMPL_finalCritPeriodShare_pct=89.3
export IMPL_clockBufferDepth=2
export IMPL_top_cells_by_count="52 x edfxtp_1, 27 x nor2_1, 23 x nand2_1"
export IMPL_tritoncts="built"
export IMPL_cp_slowest_stage_delay_ps=440
export IMPL_powerDensity_mw_per_mm2=596
export IMPL_die_area_mm2=0.0107
export IMPL_area_leaders="edfxtp_1 51%, dfxtp_1 5.2%, xnor2_1 4.0%"
export IMPL_cts_buffers=9
export IMPL_fp_utilization_pct=31.2
export IMPL_cts_sinks=60
export IMPL_syn_mean_instance_area_um2=11.2
export IMPL_grt_pass1_wl_mm=8.54
export IMPL_syn_area_mm2=0.00308
export IMPL_yosysTopAreaCell="edfxtp_1"
export IMPL_critical_path_cell_chain="or3_4 > o31a_1 > o21ai_0 > nor2_1"
export IMPL_slew_headroom_pct=60.0
export IMPL_io_buffers=10
export IMPL_drc=0
export IMPL_vdd_drop_max_uv=277
export IMPL_syn_inst=274
export IMPL_ys_seq_share_pct=56.0
export IMPL_yosysCellCount=274
export IMPL_hold_start="receiver.data_in"
export IMPL_grt_start_max_net_pins=17
export IMPL_groute_usage_overall_pct=10.5
export IMPL_enable_flop_cells=52
export IMPL_rr_worst_depth=4
export IMPL_ys_flop_type="edfxtp_1"
export IMPL_antenna_found_initial=0
export IMPL_wirelength_mm=5.02
export IMPL_syn2layout_area_growth_pct=13.7
export IMPL_outcome="finished clean"
export IMPL_holdBufCountCts=0
export IMPL_ff2ff_setup_slack_ps=250
export IMPL_crit_buf_inv=0
export IMPL_mi_logic_area_mm2=0.00125
export IMPL_worstReg2RegStart="receiver.clock_count[3]"
export IMPL_yosysTopAreaCellShare_pct=50.8
export IMPL_overflow=0
export IMPL_gp_congestion=0.820
export IMPL_clock_skew_ps=11.4
export IMPL_warnings=29
export IMPL_io_pin_count=11
export IMPL_slew_viol_final=0
export IMPL_rows=36
export IMPL_whs_path_depth=0
export IMPL_clk_latency_ps=340
export IMPL_cp_required_ps=2340
export IMPL_crit_arrival_ps=2090
export IMPL_fin_util_pct=35.4
export IMPL_rsz0062_at_grt="no"
export IMPL_p_total_mw=2.08
export IMPL_critPathMaxFanout=8
export IMPL_yosys_area_mm2=0.00308
export IMPL_ant_nets=0
export IMPL_finalHoldViolations=0
export IMPL_r2r_end="receiver.data[3]"
export IMPL_grt_pass1_vias=1882
export IMPL_pre_cts_slack_ps=304
export IMPL_ys_flops=60
export IMPL_hold_path_endpoint="receiver.data_current"
export IMPL_async_flop_share_pct=0
export IMPL_root_buffer="clkbuf_8"
export IMPL_p_leak_nw=1.23
export IMPL_synth_most_common_cell="edfxtp_1"
export IMPL_diodes=0
export IMPL_die_x_um=103
export IMPL_path_clk_slew_ps=70
export IMPL_max_freq_ghz=0.487
export IMPL_cts_repair_resized=0
export IMPL_endpoint_kind="register"
export IMPL_synthDistinctLibCells=48
export IMPL_crit_path_start_kind="register"
export IMPL_core_area_mm2=0.00986
export IMPL_hp_class="register to register"
export IMPL_die_h_um=103
export IMPL_fin_setup_tns_ps=0
export IMPL_crit_family="simple AND/OR/NAND/NOR gates"
export IMPL_fin_ws_ps=246
export IMPL_period_minus_slack_ps=2050
export IMPL_maxCapViolCount=0
export IMPL_dp_hpwl_mm=3.52
export IMPL_path_class="register to register"
export IMPL_dr_pass1_iters=4
export IMPL_htreeDepth=3
export IMPL_post_cts_setup_buffers=0
-- where the power goes --
part	leakage, nW	switching (mW)	internal (mW)
registers	0.601	0.00199	1.17
clock network	0.0926	0.409	0.493
logic	0.541	0.00383	0.00318
total	1.23	0.415	1.67
-- through the flow --
| step | area [µm²] | std cells | hold WS, ps |
|---|---|---|---|
| global placement | 3300 | 413 | 313 |
| detailed placement | 3300 | 413 | 312 |
| floorplan | 3090 | 277 | 310 |
| CTS | 3500 | 429 | 329 |
| finish | 3500 | 429 | 329 |
| global route | 3500 | 429 | 330 |
-- cell families after synthesis --
| logic type | Yosys count | synth area share (%) |
|---|---|---|
| flip-flops | 60 | 56.0 |
| multiplexers | 4 | 2.16 |
| other | 1 | 0.122 |
| AND-OR/OR-AND | 48 | 9.72 |
| adder cells (fa/ha/maj) | 9 | 3.66 |
| AND/OR/NAND/NOR | 108 | 18.1 |
| buffers and inverters | 21 | 3.66 |
| XOR/XNOR | 23 | 6.55 |
-- area by class of cell --
class	count	area share, %
Clock buffer	9	3.54
Clock inverter	7	1.93
Inverter	11	1.18
Multi-Input combinational cell	196	35.8
Sequential cell	60	49.2
Tap cell	133	4.76
Timing Repair Buffer	13	3.51
-- registers in the layout, summed over array words and instances, names as in the netlist --
name and cells:
transmitter.clk_count 16, receiver.clock_count 12, receiver.data 8, transmitter.current_data 8, receiver.data_index 3, receiver.machine_state 3
transmitter.data_index 3, transmitter.next_state 3, receiver.data_current 1, receiver.data_in 1, receiver.done 1, transmitter.tx 1
-- layer usage --
| layer | up-vias | wire length, µm | GRT usage (%) | part of all wire, % |
|---|---|---|---|---|
| li1 | 1044 | - | - | - |
| met2 | 22 | 2240 | 16.0 | 45 |
| met3 | 9 | 135 | 2.39 | 2.7 |
| met5 | - | 0 | 0 | 0 |
| met4 | 0 | 113 | 2.38 | 2.3 |
| met1 | 953 | 2530 | 16.2 | 50 |
-- cells in the final DEF, fill, tap and decap left out, types with 3 or more instances in the layout --
cell type / Yosys / final
a21oi_1: 18 / 18
conb_1: 1 / 4
nand4_1: 7 / 7
xor2_1: 9 / 9
inv_1: 11 / 11
o21ai_0: 9 / 9
and3_1: 6 / 6
o31ai_1: 3 / 3
ha_1: 9 / 9
clkdlybuf4s50_1: 0 / 10
xnor2_1: 14 / 14
o22ai_1: 3 / 3
nor4_1: 6 / 6
nand2_1: 23 / 23
clkbuf_8: 0 / 9
dfxtp_1: 8 / 8
buf_4: 5 / 3
nand3_1: 10 / 10
nor3_1: 9 / 9
edfxtp_1: 52 / 52
nor2_1: 27 / 27
nand2b_1: 5 / 5
-- worst max path at each step --
stage	startpoint	to	depth (start not counted)
5_1_grt	transmitter.clk_count[0]	transmitter.clk_count[5]	5
4_1_cts	receiver.clock_count[3]	receiver.data[7]	4
6_report	receiver.clock_count[3]	receiver.data[3]	4
No activity file was given, so power comes from the tool's default toggle rates.
